--- design/flow/run.sh ---
#!/bin/bash
# OpenROAD 26Q1-2900-gdf79404cd8, Yosys 0.63+post, stock flow scripts
make -C /OpenROAD-flow-scripts/flow DESIGN_CONFIG=/design/flow/config.mk WORK_HOME=/design/flow/orfs finish
--- design/flow/config.mk ---
export PLATFORM = sky130hd
export DESIGN_NAME = mux3x1
export DESIGN_NICKNAME = mux3x1
export VERILOG_FILES = /design/flow/design.v
export SDC_FILE = /design/flow/constraint.sdc
export NUM_CORES = 4
export LEC_CHECK = 1
export CORE_AREA = 10 10 78 78
export DIE_AREA = 0 0 88 88
--- design/flow/design.v ---
module mux3x1(input [23:0] in1, input [23:0] in2,input [23:0] in3, input [1:0] select, output reg [23:0] out);
    always @(*) begin
        if (select==0) begin
            out <= in1;
        end else if (select==1)  begin
            out <= in2;
		end else begin
            out <= in3;
        end
    end
endmodule
--- design/flow/constraint.sdc ---
current_design mux3x1

set clk_period 2.1
set clk_io_pct 0.2

create_clock -name clk0 -period $clk_period

set non_clock_inputs [all_inputs -no_clocks]
set_input_delay [expr $clk_period * $clk_io_pct] -clock clk0 $non_clock_inputs
set_output_delay [expr $clk_period * $clk_io_pct] -clock clk0 [all_outputs]
==> metrics.txt <==
# HELP chip_impl_metric Implementation results
# TYPE chip_impl_metric gauge
chip_impl_metric{name="yosys.cell_types.count",unit=""} 9
chip_impl_metric{name="maxCapViolCount",unit=""} 0
chip_impl_metric{name="placement.cell_area",unit="um^2"} 1551
chip_impl_info{name="startpoint",value="in2[16]"} 1
chip_impl_metric{name="synth_area",unit="um^2"} 526.8
chip_impl_metric{name="core",unit="um^2"} 4414
chip_impl_info{name="outcome",value="finished, final reports clean"} 1
chip_impl_metric{name="yosysCellCount",unit=""} 80
chip_impl_metric{name="layout.area.comb",unit="um^2"} 450.4
chip_impl_metric{name="route.antenna.diode_count",unit=""} 0
chip_impl_metric{name="global_route.overflow_total",unit=""} 0
chip_impl_metric{name="p_leak",unit="nW"} 0.6850
chip_impl_metric{name="routed-via-count",unit=""} 922
chip_impl_info{name="netlist_top_cells_area",value="sky130_fd_sc_hd__mux2i_1, sky130_fd_sc_hd__o21ai_1, sky130_fd_sc_hd__nand2_1"} 1
chip_impl_metric{name="dp_hpwl",unit="mm"} 2.888
chip_impl_metric{name="overall_power_of_the_completed_layout",unit="uW"} 318.7
chip_impl_metric{name="timing.final.setup_violations",unit=""} 0
chip_impl_metric{name="critical_path_required",unit="ns"} 1.68
chip_impl_metric{name="final-hold-violation-count",unit=""} 0
chip_impl_metric{name="worst-slew-pin-transition",unit="ns"} 0.1441
chip_impl_metric{name="finalSetupTns",unit="ns"} 0
chip_impl_metric{name="worst_slew_margin_rel",unit=""} 0.9012
chip_impl_metric{name="gpl.final_weighted_congestion",unit=""} 0.7576
chip_impl_metric{name="drt_first_pass_iters",unit=""} 4
chip_impl_metric{name="drt_first_iter_violations",unit=""} 14
chip_impl_metric{name="postSynthSeqShare",unit=""} 0
chip_impl_metric{name="n_clock_buffer",unit=""} 0
chip_impl_metric{name="period_used_share",unit=""} 0.9556
chip_impl_metric{name="wire_length_of_the_first_global_routing_pass",unit="mm"} 4.919
chip_impl_metric{name="drt-total-wl",unit="mm"} 3.693
chip_impl_metric{name="die-width",unit="um"} 88
chip_impl_metric{name="synthDominantCellAreaShare",unit=""} 0.4561
chip_impl_metric{name="via_per_inst",unit=""} 4.026
chip_impl_metric{name="syn_area_per_cell",unit="um^2"} 6.584
chip_impl_info{name="cp-endpoint",value="out[16]"} 1
chip_impl_metric{name="detailed_route_wire_length_per_cell",unit="um"} 16.13
chip_impl_metric{name="row_count",unit=""} 24
chip_impl_metric{name="drc",unit=""} 0
chip_impl_metric{name="post_cts_setup_bufs",unit=""} 0
chip_impl_metric{name="n_sequential_cell",unit=""} 0
chip_impl_info{name="cp-end-kind",value="primary output"} 1
chip_impl_metric{name="ys_warn_count",unit=""} 1
chip_impl_metric{name="yosys_area",unit="um^2"} 526.8
chip_impl_metric{name="grt_antenna_before_repair",unit=""} 0
chip_impl_metric{name="globalRouteTotalUtil",unit=""} 0.07906
chip_impl_metric{name="seq_area",unit="um^2"} 0
chip_impl_info{name="worstSetupStartpointType",value="input port"} 1
chip_impl_metric{name="critPathMaxFanout",unit=""} 1
chip_impl_metric{name="fmaxAchievable",unit="MHz"} 498.3
chip_impl_metric{name="first_global_vias",unit=""} 871
chip_impl_metric{name="power_density",unit="nW/um^2"} 196.6
chip_impl_metric{name="final_layout_size_suffix_gt1_frac",unit=""} 0.05085
chip_impl_metric{name="fp_util",unit=""} 0.1193
chip_impl_metric{name="number_of_max_slew_violations_in_the_final_report",unit=""} 0
chip_impl_metric{name="synthCells",unit=""} 80
chip_impl_metric{name="cp_data_arrival_time",unit="ns"} 1.59
chip_impl_info{name="setup_repair_after_global_routing_missed_its_margin",value="no"} 1
chip_impl_metric{name="drt.antenna.violating_nets",unit=""} 0
chip_impl_metric{name="grt_max_degree",unit=""} 31
chip_impl_metric{name="post-route-min-period",unit="ns"} 2.007
chip_impl_metric{name="postLayoutCellArea",unit="um^2"} 1622
chip_impl_metric{name="die-height",unit="um"} 88
chip_impl_metric{name="synthToLayoutAreaGrowth",unit="%"} 207.8
chip_impl_info{name="ys_top_cells_by_count",value="sky130_fd_sc_hd__mux2i_1, sky130_fd_sc_hd__nand2_1, sky130_fd_sc_hd__o21ai_1"} 1
chip_impl_metric{name="number_of_top_level_pins",unit=""} 98
chip_impl_metric{name="dieArea",unit="um^2"} 7744
chip_impl_metric{name="irDropWorstVdd",unit="V"} 0.00005123
chip_impl_info{name="path_class",value="in -> out"} 1
chip_impl_metric{name="final_instance_count_excl_fillers",unit=""} 229
chip_impl_metric{name="place.detailed.instances",unit=""} 226
chip_impl_metric{name="utilization",unit=""} 0.3673
chip_impl_metric{name="num-fill-cells",unit=""} 461
chip_impl_metric{name="hold_fix_buffers_at_cts",unit=""} 0
chip_impl_info{name="timing.hold.worst.class",value="in -> out"} 1
chip_impl_metric{name="log.warning_count",unit=""} 32
chip_impl_info{name="post-synth-top-area-cell",value="sky130_fd_sc_hd__mux2i_1"} 1
chip_impl_metric{name="buffer_ports.inserted",unit=""} 98
[power breakdown]
part | leakage, nW | total (mW) | switching, mW | internal (mW)
clock | 0 | 0 | 0 | 0
combinational | 0.685 | 0.319 | 0.0800 | 0.239
sequential | 0 | 0 | 0 | 0
total | 0.685 | 0.319 | 0.0800 | 0.239
[timing repair]
action | 4_1_cts | 5_1_grt
pin swaps | 0 | 1
resized | 5 | 5
hold endpoints to repair | 0 | 0
setup endpoints to repair | 24 | 2
gates cloned | 1 | 2
[cells by family (layout without fill, tap and decap cells)]
logic type / after synthesis / after routing / synth area share
AOI/OAI and AO/OA: 24 / 24 / 0.2280
muxes: 24 / 24 / 0.4561
and+or+nand+nor: 24 / 24 / 0.1710
buffers and inverters: 8 / 105 / 0.1449
[worst min path at each step]
| stage | startpoint | end | depth (start not counted) |
|---|---|---|---|
| after CTS | in3[11] | out[11] | 4 |
| after global routing | select[1] | out[1] | 4 |
| final | select[1] | out[1] | 4 |
[stage by stage]
stage | hold slack, ns | setup slack, ns
final | 1.414 | 0.09319
after global routing | 1.474 | 0.01620
after CTS | 1.752 | 0.01933
after detailed placement | 1.749 | -0.2612
after global placement | 1.746 | -0.2483
after floorplan | 0.8964 | 0.7893
[worst max-delay path, stage by stage]
cell and delay (ns):
sky130_fd_sc_hd__clkdlybuf4s50_1 0.45, sky130_fd_sc_hd__mux2i_1 0.06, sky130_fd_sc_hd__o21ai_1 0.16, sky130_fd_sc_hd__clkdlybuf4s50_1 0.49
[placed cells by master (no fill, tap or decap), drive strengths merged]
| master | instances |
|---|---|
| clkdlybuf4s50 | 95 |
| mux2i | 24 |
| nand2 | 24 |
| o21ai | 24 |
| buf | 6 |
| clkbuf | 3 |
| dlymetal6s2s | 1 |
[layer usage]
layer  wire, um  up-vias  global-route usage
li1           -      476                   -
met1       1466      386             0.09868
met2       1663       60              0.1343
met3        564        0             0.02993
met4          0        0                   0
met5          0        -                   0
[area by class of cell]
class                           instances  area share
Timing Repair Buffer                  105      0.6821
Multi-Input combinational cell         72      0.2778
Tap cell                               52     0.04012
Power figures rest on the tool's default switching activity, not on a simulated workload.
